==> run.sh <==
#!/bin/bash
# OpenROAD 26Q1-2900-gdf79404cd8, Yosys 0.63+post, stock flow scripts
make -C /OpenROAD-flow-scripts/flow DESIGN_CONFIG=/design/flow/config.mk WORK_HOME=/design/flow/orfs finish
==> config.mk <==
export PLATFORM = sky130hd
export DESIGN_NAME = alu
export DESIGN_NICKNAME = alu
export VERILOG_FILES = /design/flow/design.v
export SDC_FILE = /design/flow/constraint.sdc
export NUM_CORES = 4
export LEC_CHECK = 1
export CORE_UTILIZATION = 40
==> constraint.sdc <==
current_design alu

set clk_period 3.6
set clk_io_pct 0.2

create_clock -name clk0 -period $clk_period [get_ports {clk}]

set non_clock_inputs [all_inputs -no_clocks]
set_input_delay [expr $clk_period * $clk_io_pct] -clock clk0 $non_clock_inputs
set_output_delay [expr $clk_period * $clk_io_pct] -clock clk0 [all_outputs]
==> design.v <==
module alu(alu_out, accum, data, opcode, zero, clk, reset);
input 		clk, reset;
input 	[7:0] 	accum, data;
input 	[2:0] 	opcode;
output  reg [7:0] alu_out;
output  reg	zero;
always@(posedge clk)
begin
	if(reset == 1'b1)
		alu_out = 8'b0000_0000;
	else
		case(opcode)
		default: alu_out <= 8'b0000_0000;
		3'b000 : alu_out <= accum;
		3'b001 : alu_out <= accum + data;
		3'b010 : alu_out <= accum - data;
		3'b011 : alu_out <= accum & data;
		3'b100 : alu_out <= accum ^ data;
		3'b101 : alu_out <= ~(accum) + 1;
		3'b110 : alu_out <= (accum) * 8'b0000_0101 + (accum)/ 8'b0000_1000;
		3'b111 :if(accum >= 8'b00100000)
				alu_out <= data;
			  else
				alu_out <= ~(data); 	
		endcase
end
always@(*)
begin
	if(accum == 8'b0000_0000)
		zero = 1'b1;
	else
		zero = 1'b0;
end
endmodule
==> results_dict.tcl <==
# place-and-route summary
set metrics [dict create \
    cts_tree "yes" \
    grt_overflow 0 \
    top_area_frac 0.2185 \
    antenna_found_initial 0 \
    maxCapViolations 0 \
    ys_cells 246 \
    edf_count 0 \
    ys_async_sr_fraction 0 \
    drc 0 \
    grt_pass1_vias 1786 \
    rsz0062_at_grt "false" \
    cts_resized 0 \
    numSynthFlops 8 \
    outcome "completed" \
    die_h_um 70.73 \
    cts.sinks 8 \
    nFillCells 451 \
    worst_pin_slew_ns 0.4308 \
    cts_made_buffers 3 \
    die_x_um 70.73 \
    syn_to_final_growth_pct 24.30 \
    wl_per_cell_um 14.15 \
    largest_reg_flops 8 \
    grt_max_degree 28 \
    synth_area_per_cell_um2 7.680 \
    p_leak_uw 0.001005 \
    cts.hold.buffers_added 0 \
    final_min_period_over_clock_period 0.9121 \
    drive_above_1_share 0.08421 \
    crit_fanout 2 \
    drt_iter0_markers 115 \
    cts_setup_buffers 0 \
    ir_drop_mv 0.1220 \
    fp_util 0.4251 \
    routed_via_density 5.543 \
    warnings 26 \
    syn_inst 246 \
    layoutNonFillerInstCount 337 \
    dp.cells 334 \
    htreeDepth 1 \
    rows 24 \
    worst_ep_arrival_time_ns 3.37 \
    yosys_warnings 1 \
    setup_viol 0 \
    required_ns 3.69 \
    port_buffers 29 \
    drt_pre_antenna_iters 22 \
    fin_setup_tns_ns 0 \
    synth_cell_types 47 \
    gp_congestion 0.9075 \
    topCellsByArea "ha_1, xnor2_1, dfxtp_1" \
    routed_wl_um 4769 \
    slew_headroom 0.7117 \
    num_vias 1868 \
    hpwl_um 4000 \
    io_pins 30 \
    critPathKind "input port to register" \
    endpoint_kind "register" \
    fmax_mhz 304.5 \
    startpoint_type "input port" \
    yosys_area_um2 1889 \
    flop_cell "dfxtp_1" \
    min_path_type "input port to register" \
    clock_path_buffers 2 \
    ant_nets 0 \
    top_register "alu_out" \
    cts-root-buf "clkbuf_8" \
    coreArea_um2 4444 \
    netlist_area_um2 1889 \
    num_antenna_cells 0 \
    p_per_area_nw_per_um2 240.3 \
    hold_viol 0 \
    yosys.stat.seqShare 0.08477 \
    chip_area_um2 5002 \
    track_usage 0.2113 \
    yosys.area.top_type "ha_1" \
    grt_first_pass_wirelength_um 8335 \
    clk_pin_slew_ns 0.04 \
    reg_top3 "alu_out x8" \
    drv_slew 0 \
    min_period_ns 3.284 \
]
-- metal layers --
layer  track usage  share of wire
met1        0.3190           0.49
met2        0.3494           0.46
met3       0.02601          0.051
met4      0.004444              0
met5             0              0
-- cells by family after synthesis --
kind of cell | Yosys count | synth area share
AOI/OAI and AO/OA | 57 | 0.2007
xor gates and xnor gates | 29 | 0.1344
adders and majority gates | 38 | 0.2662
buffers and inverters | 26 | 0.06424
DFF | 8 | 0.08477
muxes | 3 | 0.02318
and+or+nand+nor | 85 | 0.2265
-- synthesized netlist by cell type, types with 2 or more instances --
master / count
a211oi_1: 3
o21ai_0: 7
nand3b_1: 4
a211o_1: 2
and3_1: 2
o21a_1: 4
xnor2_1: 22
buf_2: 4
inv_1: 16
a311oi_1: 4
xor2_1: 7
a21oi_1: 13
fa_1: 4
nor2_1: 34
nand3_1: 5
ha_1: 33
nor2b_1: 6
nand2_1: 12
a222oi_1: 3
or3_1: 2
nand2b_1: 8
a31oi_1: 6
nor3_1: 8
o21ai_1: 4
dfxtp_1: 8
o22ai_1: 3
clkbuf_1: 2
-- cell type report --
cell class | count | area (um2) | share of cell area
multi-input combinational | 212 | 1608 | 0.6846
inverter | 17 | 63.81 | 0.02717
tap | 52 | 65.06 | 0.02770
timing repair buffer | 45 | 410.4 | 0.1747
clock buffer | 3 | 41.29 | 0.01758
sequential | 8 | 160.2 | 0.06819
-- report_power, final --
group / internal [uW] / leakage, uW / switching, uW
clock: 72.2 / 0.0000216 / 32.4
combinational: 180 / 0.000917 / 178
sequential: 100 / 0.0000665 / 2.26
total: 352 / 0.00100 / 212
-- metrics by stage --
step	area (um2)	util	hold WS (ns)	power (uW)	worst slack, ns
6_report	2349	0.5284	1.301	564.4	0.3163
5_1_grt	2349	0.5284	1.326	625.0	0.08027
4_1_cts	2349	0.5284	1.278	568.9	0.2860
3_5_place_dp	2307	0.5191	1.375	461.2	0.06662
3_3_place_gp	2307	0.5191	1.377	460.7	0.06835
2_1_floorplan	1889	-	0.8907	343.0	0.4615
-- worst max-delay path, stage by stage --
cell             delay [ns]
clkdlybuf4s50_1        0.47
inv_1                  0.05
ha_1                   0.27
mux2_2                 0.29
fa_1                   0.42
nor2b_1                0.14
or3_1                  0.37
a31oi_1                0.18
nor2_1                 0.06
a2111oi_1              0.41
-- worst paths after layout --
kind | start | slack (ns) | end | cells after the start
worst max-delay path | data[0] | 0.32 | alu_out[2] | 10
worst min-delay path | reset | 1.30 | alu_out[0] | 2
-- layout by cell type, fill, tap and decap left out, types with 3 or more instances in the layout --
master | netlist | layout
nor2_1 | 34 | 34
nand2_1 | 12 | 12
a31oi_1 | 6 | 6
ha_1 | 33 | 33
inv_1 | 16 | 16
clkdlybuf4s50_1 | 0 | 29
dfxtp_1 | 8 | 8
xnor2_1 | 22 | 22
o21ai_0 | 7 | 7
o21a_1 | 4 | 4
a311oi_1 | 4 | 4
a222oi_1 | 3 | 3
nor3_1 | 8 | 8
nand2b_1 | 8 | 8
nor2b_1 | 6 | 6
o22ai_1 | 3 | 3
o21ai_1 | 4 | 4
nand3_1 | 5 | 5
a21oi_1 | 13 | 13
a211oi_1 | 3 | 3
buf_4 | 0 | 16
nand3b_1 | 4 | 4
clkbuf_8 | 0 | 3
xor2_1 | 7 | 7
fa_1 | 4 | 4
No activity file was given, so power comes from the tool's default toggle rates.
