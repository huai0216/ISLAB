[/design/flow/config.mk]
export PLATFORM = sky130hd
export DESIGN_NAME = rca16
export DESIGN_NICKNAME = rca16
export VERILOG_FILES = /design/flow/design.v
export SDC_FILE = /design/flow/constraint.sdc
export NUM_CORES = 4
export LEC_CHECK = 1
export CORE_AREA = 10 10 70 70
export DIE_AREA = 0 0 80 80
[/design/flow/constraint.sdc]
current_design rca16

set clk_period 20.7
set clk_io_pct 0.2

create_clock -name clk0 -period $clk_period

set non_clock_inputs [all_inputs -no_clocks]
set_input_delay [expr $clk_period * $clk_io_pct] -clock clk0 $non_clock_inputs
set_output_delay [expr $clk_period * $clk_io_pct] -clock clk0 [all_outputs]
[/design/flow/design.v]
module fa(a, b, ci, sum, cout);
input a, b, ci;
output  sum, cout;
wire ha1_sum, ha2_sum, ha1_carry, ha2_carry, fsum, fcout;
ha ha1(.a(a), .b(b), .sum(ha1_sum), .cout(ha1_carry));
ha ha2(.a(ha1_sum), .b(ci), .sum(ha2_sum), .cout(ha2_carry));
assign sum = ha2_sum;
assign cout = ha1_carry | ha2_carry;
endmodule
module ha(a, b, sum, cout);
input a, b;
output sum, cout;
xor g1(sum, a, b);
and g2(cout, a, b);
endmodule
module rca16(sum, c_out, a, b, c_in);
input [15:0]a, b;
input c_in;
wire c_in4, c_in8, c_in12;
output [15:0]sum;
output c_out;
rca4 rca1(.sum(sum[3:0]), .c_out(c_in4), .a(a[3:0]), .b(b[3:0]), .c_in(c_in));
rca4 rca2(.sum(sum[7:4]), .c_out(c_in8), .a(a[7:4]), .b(b[7:4]), .c_in(c_in4));
rca4 rca3(.sum(sum[11:8]), .c_out(c_in12), .a(a[11:8]), .b(b[11:8]), .c_in(c_in8));
rca4 rca4(.sum(sum[15:12]), .c_out(c_out), .a(a[15:12]), .b(b[15:12]), .c_in(c_in12));
endmodule
module rca4(sum, c_out, a, b, c_in);
input [3:0]a, b;
input c_in;
wire c1, c2, c3;
output [3:0]sum;
output c_out;
fa fa1(.a(a[0]), .b(b[0]), .ci(c_in), .sum(sum[0]), .cout(c1));
fa fa2(.a(a[1]), .b(b[1]), .ci(c1), .sum(sum[1]), .cout(c2));
fa fa3(.a(a[2]), .b(b[2]), .ci(c2), .sum(sum[2]), .cout(c3));
fa fa4(.a(a[3]), .b(b[3]), .ci(c3), .sum(sum[3]), .cout(c_out));
endmodule
[/design/flow/run.sh]
#!/bin/bash
# OpenROAD 26Q1-2900-gdf79404cd8, Yosys 0.63+post, stock flow scripts
make -C /OpenROAD-flow-scripts/flow DESIGN_CONFIG=/design/flow/config.mk WORK_HOME=/design/flow/orfs finish
==> impl_metrics.toml <==
# synthesis and place-and-route metrics
[routing]
drtPass1Iterations = 2
via_per_inst = 3.213
num_antenna_cells = 0
drt.antenna.violating_nets = 0
drt_iter0_drc = 2
via_count = 392
drc = 0
wl_um = 1537
wl_per_cell_um = 12.60

[placed_design]
port_buffers = 50
hpwl_um = 1521
gp_congestion = 0.8345
placed_cell_area_um2 = 915.9
place_ws_ps = 5256

[cells_and_area]
seqCellArea_um2 = 0
seq_cells = 0
final_cell_mix = "clkdlybuf4s50_1, fa_1, inv_1"
layout.cells.most_common = "clkdlybuf4s50_1"
clockBufferCount = 0
area_growth_pct = 91.62
drive_gt1_share_pct = 0
fin_area_um2 = 915.9

[min_path]
min-delay-path-class = "input port to output port"
hold_path_depth = 5

[die]
die_w_um = 80
io-pin-count = 50
fp_util_pct = 13.99
core.rowCount = 21
die-area_um2 = 6400
die_y_um = 80
core_um2 = 3416

[timing]
setup_tns_ps = 0
fin_ws_ps = 5294
clock.fmax_mhz = 64.91
tightest_slew_ps = 111.2
finalCritPeriodShare_pct = 74.43
period_needed_ps = 15410
slew_viol_final = 0
slew_headroom_pct = 92.57
hold_viol_final = 0
grt_setup_unrepaired = "false"
finalSetupViolations = 0

[grt]
grt_usage_pct = 4.441
grt_pass1_wl_um = 2249
overflow = 0
antenna_found_initial = 0
grt_pass1_vias = 485
grt_max_degree = 2

[synthesis]
mux_share_pct = 0
ys_seq_share_pct = 0
syn_area_um2 = 478.0
yosys_warnings = 0
fa_ha_area_share_pct = 67.02
area_leaders = "fa_1, buf_4, inv_1"
top_cell_area_share_pct = 67.02
yosys_area_um2 = 478.0
ys_sh_simple_pct = 0
yosysCellCount = 42
synth.distinct_cells = 3
avgSynthCellArea_um2 = 11.38
synth_xor_xnor_area_share_pct = 0
yosysTopAreaCell = "fa_1"
postSynthCellCount = 42
top_logic_kind = "adder cells"
aoi_share_pct = 0

[job]
max_cap_viol_count = 0
log.warning_count = 32

[status]
outcome = "completed"

[cts]
post_cts_buffers = 0
holdBufCountCts = 0
postCtsResizedCells = 0

[setup_path]
cp.required_ps = 16560
critical_path.startpoint_type = "input port"
critPathArrivalTime_ps = 11270
critPathCaptureType = "output port"
path_class = "input port to output port"
path_max_fanout = 1

[power_and_ir_drop]
power_density_nw_per_um2 = 28.21
total_power_w = 0.00002584
vdd_ir_drop_max_mv = 0.01008
p_leak_nw = 0.3657
[cell families after synthesis]
group                      count (synthesis)
adders and majority gates                 16
buffers and inverters                     26
[through the flow]
step | hold slack, ps | util [%] | std cells
after floorplan | 8497 | - | 42
after global placement | 9352 | 26.81 | 122
after detailed placement | 9340 | 26.81 | 122
after CTS | 9345 | 26.81 | 122
after global routing | 9390 | 26.81 | 122
final | 9335 | 26.81 | 122
[synthesized netlist by cell type]
cell type	count
inv_1	10
fa_1	16
buf_4	16
[worst max-delay path, cell delays in order]
cell and delay [ps]:
clkdlybuf4s50_1 400, inv_1 80, fa_1 160, inv_1 50, fa_1 370, fa_1 400, fa_1 400, fa_1 380
fa_1 380, fa_1 380, fa_1 400, fa_1 390, fa_1 390, fa_1 390, fa_1 390, fa_1 390
fa_1 390, fa_1 370, inv_1 70, fa_1 400, inv_1 60, clkdlybuf4s50_1 470
[worst paths after layout]
check | start | end | slack (ps)
worst max-delay path | a[0] | sum[15] | 5290
worst min-delay path | c_in | sum[0] | 9340
[power by group]
part	total [W]	switching, W	internal (W)
clock	0	0	0
combinational	0.0000258	0.00000672	0.0000191
sequential	0	0	0
[per-layer routing]
layer	track usage, %	share of wire (%)
met5	0	0
met4	0	0
met3	5.341	34
met2	6.019	30
met1	4.646	36
[final cells by class]
class	count	area [um2]
Fill cell	364	2500
Inverter	10	37.54
Multi-Input combinational cell	16	320.3
Timing Repair Buffer	50	500.5
Tap cell	46	57.56
